==> /design/flow/design.v <==
module pccpu(
	input clock, reset,
	input start, enable,
	input [15:0]d_datain, i_datain,
	input [3:0] select_y,
	output [7:0] i_addr,
	output [7:0]d_addr,
	output d_we,
	output reg[15:0]  y,
	output [15:0]d_dataout
	);
	reg[7:0] pc; 
	reg[15:0] id_ir; 
	reg[15:0] gr[0:7]; 
	reg[7:0] ex_ir, wb_ir, mem_ir;
	reg[15:0]  smdr, reg_C, smdr_1, reg_C1;
	reg[15:0] reg_B, reg_A;
	reg zf, nf, cf;
	reg dw;
	reg cout;
	reg [15:0] ALUo;
	reg state = 1'b0;
	reg next_state = 1'b0;
always @(posedge clock or posedge reset)
	begin
		if (reset)
			state <= 1'b0;
		else
			state <= next_state;
	end
always @(*)
	begin
		case (state)
			1'b0 : 
				if ((enable == 1'b1) 
				&& (start == 1'b1))
					next_state <= 1'b1;
				else	
					next_state <= 1'b0;
			1'b1 :
				if ((enable == 1'b0) 
				|| (wb_ir[7:3] == 5'b00110))
					next_state <= 1'b0;
				else
					next_state <= 1'b1;
			default : next_state <= 1'b0;
		endcase
	end
always @(posedge clock or posedge reset) 
	begin
		if (reset)
			begin
				id_ir <= 16'b1001_0000_0000_0000;
				pc <= 8'b0000_0000;
			end
		else if (state == 1'b1)
			begin
				if(id_ir[12:11] == 2'b11) 
				begin
					id_ir <= {5'b11001,11'b000_0000_0000};
					pc <= pc;
				end
				else if((id_ir[15:11] == 5'b11001) 
					||(id_ir[15:11]==5'b11110&&{i_datain[3:0]}=={1'b0,id_ir[10:8]}) 
					||(id_ir[15:11]==5'b11110&&{i_datain[7:4]}=={1'b0,id_ir[10:8]})
					||(id_ir[15:11]==5'b11110&&{i_datain[11:8]}=={1'b1,id_ir[10:8]})
					) 
				begin
					id_ir <= {5'b01001,11'b000_0000_0000};
					pc <= pc;
				end
				else 
				begin
					id_ir <= i_datain;
					if(((mem_ir[7:3] == 5'b11111)&& (zf == 1'b1)) 
					|| ((mem_ir[7:3] == 5'b00111)&& (nf == 1'b1))
					|| ((mem_ir[7:3] == 5'b10011)&& (cf == 1'b1))
					|| ((mem_ir[7:3] == 5'b11011)&& (zf == 1'b0)) 
					|| ((mem_ir[7:3] == 5'b01111)&& (nf == 1'b0))
					|| ((mem_ir[7:3] == 5'b10111)&& (cf == 1'b0)) 
					|| (mem_ir[7:3] == 5'b01011)
					|| (mem_ir[7:3] == 5'b00011))
					begin 	
						pc <= reg_C[7:0];
					end
					else
					begin 
					pc <= pc + 1'b1;
					end
				end
			end
	end
assign i_addr = pc; 
	always @(posedge clock or posedge reset) 
	begin
		if (reset)
			begin
				ex_ir <= 8'b1001_0000;
				reg_A <= 16'b0000_0000_0000_0000;
				reg_B <= 16'b0000_0000_0000_0000;
				smdr <= 16'b0000_0000_0000_0000;
			end
		else if (state == 1'b1)
			begin				
				ex_ir <= id_ir[15:8];
				if(id_ir[11]==1'b1) 
					begin
					if(ex_ir[2:0]==id_ir[10:8]) 
							begin
								reg_A <= ALUo;  
							end
					else if(mem_ir[2:0]==id_ir[10:8]||wb_ir[2:0]==id_ir[10:8] )
							begin
							if(ex_ir[7:3] == 5'b01001&&mem_ir[2:0]==id_ir[10:8])
								begin		
									reg_A <= d_datain;  
								end
							else if(ex_ir[7:3] == 5'b11110)
								begin
									reg_A <= reg_C1;
								end
							else
								begin
									reg_A <= reg_C; 
								end
							end
					else	
						reg_A <= gr[id_ir[10:8]];
					end
				else 
					begin
					if(ex_ir[2:0]==id_ir[6:4]) 
							begin
								reg_A <= ALUo;
							end 
					else if(mem_ir[2:0]==id_ir[6:4]||wb_ir[2:0]==id_ir[6:4])
							begin
							if(ex_ir[7:3] == 5'b01001&&mem_ir[2:0]==id_ir[6:4])
								begin
									reg_A <= d_datain; 
								end
							else if(wb_ir[2:0]==id_ir[6:4])
								begin
									reg_A <= reg_C1;	
								end
							else
								begin
									reg_A <= reg_C;     
								end
							end
					else
						reg_A <= gr[id_ir[6:4]];
					end
				if(id_ir[4:3]==2'b00) 
					begin
					if(ex_ir[2:0]==id_ir[2:0]) 
						begin
							reg_B <= ALUo; 
						end
					else if(mem_ir[2:0]==id_ir[2:0]||wb_ir[2:0]==id_ir[2:0])
						begin
							if(ex_ir[7:3] == 5'b01001)
								begin
									reg_B <= d_datain; 
								end
							else if(wb_ir[2:0]==id_ir[2:0])
								begin
									reg_B <= reg_C1;
								end
							else
								begin
									reg_B <= reg_C; 
								end
						end
					else
							reg_B <= gr[id_ir[2:0]];
					end
				else  
					begin
					if(id_ir[15:11]==	5'b00001)
						reg_B <= {id_ir[7:0], 8'b0000_0000};
					else if(id_ir[12:11]==2'b11
							||id_ir[15:11]==5'b00101
							||id_ir[15:11]==5'b01101)
						reg_B <= {8'b0000_0000, id_ir[7:0]};
					else
						reg_B <= {12'b0000_0000_0000, id_ir[3:0]};
				   end
				if(id_ir[15:11]==5'b11010)
					begin
					if(mem_ir[2:0]==id_ir[10:8]) 
							begin 
							if(mem_ir[7:3] == 5'b11110)
								smdr <= d_datain;
							else
								smdr <= ALUo;
							end
					else
							smdr <= gr[id_ir[10:8]];
					end
				else
					smdr <= smdr;
			end
	end		
always@(reg_A or reg_B or ex_ir[7:3] or reset or cf)
	begin
		if(reset)
			begin
				ALUo <= 0;
				cout <= 0;
			end
		else
			begin
				if(ex_ir[4:3] == 2'b11||ex_ir[7:3]==5'b11110
				||ex_ir[7:3]==5'b11010||ex_ir[7:3]==5'b00001||
				ex_ir[7:3]==5'b00101||ex_ir[7:3]==5'b11100
				)begin
					{cout, ALUo} <= reg_A + reg_B;
					end
				else if(ex_ir[7:3] ==5'b01100||ex_ir[7:3] ==5'b01101||ex_ir[7:3] == 5'b11000)
					begin 
						{cout, ALUo}<= reg_A - reg_B;
					end
				else if(ex_ir[7:3]==5'b10100)
					begin {cout, ALUo}<= (reg_A - reg_B) - cf ; end
				else if(ex_ir[7:3]==5'b00100)
					begin {cout, ALUo} <= (reg_A + reg_B) + cf; end
				else if(ex_ir[7:3]==5'b01000)
					begin {cout, ALUo}<= reg_A & reg_B;         end
				else if(ex_ir[7:3]==5'b10000)
					begin {cout, ALUo}<= reg_A | reg_B;         end
				else if(ex_ir[7:3]==5'b00000)
					begin {cout, ALUo}<= reg_A ^ reg_B;         end
				else if(ex_ir[7:3]==5'b01010)
					begin {cout, ALUo}<= reg_A << reg_B;        end
				else if(ex_ir[7:3]==5'b00010)
					begin {cout, ALUo}<= reg_A <<< reg_B;       end
				else if(ex_ir[7:3]==5'b10110)
					begin ALUo <= reg_A >>> reg_B; cout<=cf;    end
				else if(ex_ir[7:3]==5'b01110)
					begin ALUo<= reg_A >> reg_B;  cout<=cf;     end
				else
					begin {cout, ALUo} <= {cf,16'b0};           end
			end		
	end
always @(posedge clock or posedge reset) 
	begin
		if (reset)
			begin
				mem_ir <= 8'b1001_0000;
				reg_C <= 16'b0000_0000_0000_0000;
				zf <= 0;
				cf <= 0;
				nf <= 0;
			end	
		else if (state == 1'b1)
			begin
				mem_ir <= ex_ir;
				reg_C <= ALUo;
				if ((ex_ir[3] == 1'b1) 
				|| (ex_ir[7:3] == 5'b00101)
				|| (ex_ir[7:3] == 5'b00001)
				|| (ex_ir[7:3] == 5'b01101))
					begin				
						if (reg_C == 16'b0000_0000_0000_0000)
							zf <= 1'b1;
						else
							zf <= 1'b0;
						nf <= reg_C[15];
						cf <= cout;
					end
				else
					begin
						zf <= zf;
						nf <= nf;
						cf <= cf;
					end
				if (ex_ir[7:3] == 5'b11010)
					begin
						dw <= 1'b1;
						smdr_1 <= smdr;
					end
				else
					begin
					dw <= 1'b0;
					smdr_1 <= smdr_1;
					end
			end
	end
always @(posedge clock or posedge reset)
	begin
		if (reset)
			begin
				wb_ir <= 8'b1001_0000;
				reg_C1 <= 16'b0000_0000_0000_0000;
			end	
		else if (state == 1'b1)
			begin
				wb_ir <= mem_ir;				
				if (mem_ir[7:3] == 5'b11110)
					reg_C1 <= d_datain;
				else
					reg_C1 <= reg_C;
			end
		else
			begin
				wb_ir <= wb_ir;
				reg_C1 <= reg_C1;
			end
	end	
assign d_we = dw;
assign d_dataout = smdr_1;
assign d_addr = reg_C[7:0];
always @(posedge clock or posedge reset)
	begin
		if (reset)
			begin
				gr[0] <= 16'b0000_0000_0000_0000;
				gr[1] <= 16'b0000_0000_0000_0000;
				gr[2] <= 16'b0000_0000_0000_0000;
				gr[3] <= 16'b0000_0000_0000_0000;
				gr[4] <= 16'b0000_0000_0000_0000;
				gr[5] <= 16'b0000_0000_0000_0000;
				gr[6] <= 16'b0000_0000_0000_0000;
				gr[7] <= 16'b0000_0000_0000_0000;
			end	
		else if (state == 1'b1)
			begin
				if ((wb_ir[7:3] == 5'b10010)
				||(wb_ir[4:3] == 2'b11)
				||(wb_ir[7:3] == 5'b00110)
				||(wb_ir[7:3] == 5'b11001)
				||(wb_ir[7:3] ==5'b01001)
				||(wb_ir[7:3] ==5'b11010)
				||(wb_ir[7:3] ==5'b11000))
					gr[wb_ir[2:0]] <= gr[wb_ir[2:0]];					
				else
					gr[wb_ir[2:0]] <= reg_C1;
			end
		else
			gr[wb_ir[2:0]] <= gr[wb_ir[2:0]];
	end
always @(select_y or gr[1] or gr[2] or gr[3] or gr[4] or gr[5] or gr[6]
         or gr[7] or reg_A or reg_B or reg_C or reg_C1 or smdr or id_ir
         or dw or zf or nf or pc)
   begin
     case (select_y)
       4'b0001 : y = gr[1];
       4'b0010 : y = gr[2];
       4'b0011 : y = gr[3];
       4'b0100 : y = gr[4];
       4'b0101 : y = gr[5];
       4'b0110 : y = gr[6];
       4'b0111 : y = gr[7];
       4'b1000 : y = reg_A;
       4'b1001 : y = reg_B;
       4'b1011 : y = reg_C;
       4'b1100 : y = reg_C1;
       4'b1101 : y = smdr;
       4'b1110 : y = id_ir;
       default : y = {3'b000, dw, 2'b00, zf, nf, pc};
     endcase
   end
endmodule
==> /design/flow/run.sh <==
#!/bin/bash
# OpenROAD 26Q1-2900-gdf79404cd8, Yosys 0.63+post, stock flow scripts
make -C /OpenROAD-flow-scripts/flow DESIGN_CONFIG=/design/flow/config.mk WORK_HOME=/design/flow/orfs finish
==> /design/flow/config.mk <==
export PLATFORM = sky130hd
export DESIGN_NAME = pccpu
export DESIGN_NICKNAME = pccpu
export VERILOG_FILES = /design/flow/design.v
export SDC_FILE = /design/flow/constraint.sdc
export NUM_CORES = 4
export LEC_CHECK = 1
export CORE_UTILIZATION = 30
==> /design/flow/constraint.sdc <==
current_design pccpu

set clk_period 7.5
set clk_io_pct 0.2

create_clock -name clk0 -period $clk_period [get_ports {clock}]

set non_clock_inputs [all_inputs -no_clocks]
set_input_delay [expr $clk_period * $clk_io_pct] -clock clk0 $non_clock_inputs
set_output_delay [expr $clk_period * $clk_io_pct] -clock clk0 [all_outputs]
==> flow_metrics.tcl <==
# implementation run metrics
set metrics [dict create \
    tightest_slew_ns 0.870 \
    gp_congestion 1.04 \
    yosysCellCount 2691 \
    die_w_um 279 \
    syn_to_final_growth_pct 13.9 \
    lay_top_count "nand2_1" \
    die_area_mm2 0.0781 \
    hold_viol 0 \
    dp_hpwl_um 82200 \
    ys_warn_count 2 \
    grt_pass1_vias 21700 \
    viasPerCell 6.20 \
    nFillCells 7841 \
    antenna_found_initial 3 \
    warnings 57 \
    cp_max_fo 9 \
    power.density_mw_per_mm2 489 \
    coreArea_mm2 0.0761 \
    rsz0062_at_grt "no" \
    cts.path.max_buffers 3 \
    post_drt_wl_per_cell_um 29.9 \
    firstDrtPassIters 9 \
    cts.sinks 277 \
    track_usage_pct 28.9 \
    period_used_pct 78.5 \
    vdd_drop_max_v 0.000315 \
    cts.clk_slew.worst_paths_ns 0.06 \
    io_buffer_count 88 \
    fin_crit_ns 5.89 \
    hp-class "flop to flop" \
    end_kind "output port" \
    cts_tree "done" \
    antenna_left 0 \
    ys_types 94 \
    die_y_um 279 \
    num_rows 101 \
    ff_type "dfrtp_1" \
    cp.arrival_ns 4.39 \
    first_iter_violations 2972 \
    setup_tns_ns 0 \
    slew_violations 0 \
    cts_hold_buf 0 \
    design.portCount 89 \
    drive_gt1_share_pct 17.2 \
    postSynth.asyncResetShare_pct 93.9 \
    ys_ff 277 \
    vias 23200 \
    fmax_mhz 170 \
    drcViolationCount 0 \
    grt_first_pass_wirelength_um 160000 \
    clockRootBuffer "clkbuf_16" \
    insertion_delay_ns 0.61 \
    cp-start-kind "primary input" \
    relSlewSlack_pct 41.2 \
    outcome "finished, final reports clean" \
    synth-edff-count 17 \
    grt_overflow 0 \
    setup_violations 0 \
    finalWirelength_um 112000 \
    worstSetupPathType "primary input to output port" \
    final_cell_mix "nand2_1 (266), dfrtp_1 (245), nor2_1 (217)" \
    power.leakage_nw 10.3 \
    yosys_area_mm2 0.0231 \
    htree_levels 1 \
    synth_seq_share_pct 30.4 \
    post_cts_buffers 0 \
    holdWs_ns 0.545 \
    finClkSkew_ns 0.0253 \
    post_cts_resized 0 \
    grt_max_degree 58 \
    initCoreUtil_pct 30.3 \
    syn_area_mm2 0.0231 \
    syn_inst 2691 \
    cp.required_ns 6.00 \
    synth.avg_cell_area_um2 8.58 \
    maxCapViolCount 0 \
    cts_made_buffers 31 \
]
-- synthesized netlist by cell type, drive strengths merged, types with 57 or more instances --
master	count	area, um^2
a21oi	181	906
a22oi	83	623
clkbuf	197	739
dfrtp	252	6310
inv	73	274
mux2	188	2120
mux2i	102	1020
nand2	266	998
nand3	83	415
nor2	219	825
o21ai	205	1030
xnor2	57	499
-- power by group --
part | internal, mW | switching [mW] | leakage (nW)
combinational | 2.98 | 4.86 | 6.39
clock | 0.937 | 0.682 | 0.522
sequential | 2.08 | 1.30 | 3.37
-- logic make-up (layout without fill, tap and decap cells) --
family          count (synthesis)  in the layout  synth area share, %
compound gates                870            870                 25.3
fa+ha+maj                      55             55                 3.05
mux                           330            330                 17.5
simple gates                  755            755                 15.0
other cells                     0              1                    0
xor+xnor                       83             83                 3.21
buf+inv                       321            337                 5.47
flops                         277            277                 30.4
-- layer usage --
metal  vias to the layer above  track usage [%]  part of all wire (%)  routed length [um]
met5                         -                0                 0.025                  28
met4                         4             12.1                   5.3                5930
met3                       299             7.53                    11               11700
met2                      1442             42.9                    44               48700
met1                     11300             40.7                    41               45400
li1                      10100                -                     -                   -
-- stage by stage --
stage          instances  area [um^2]  worst slack [ns]  util [%]  power (mW)
2_1_floorplan       2691        23100             0.425         -        7.95
3_3_place_gp        3679        25200              1.74      33.1        10.9
3_5_place_dp        3679        25200              1.70      33.1        10.9
4_1_cts             3737        26300              1.70      34.6        12.6
5_1_grt             3737        26300              1.58      34.6        13.5
6_report            3738        26300              1.61      34.6        12.8
-- worst paths after layout --
| check | from | to | slack, ns | cells after the start |
|---|---|---|---|---|
| hold reg to reg | wb_ir[3]$_DFFE_PP0P_ | wb_ir[3]$_DFFE_PP0P_ | 0.54 | 1 |
| max in group asynchronous | reset | gr[7][4]$_DFFE_PP0P_ | 4.11 | 5 |
| hold / removal | wb_ir[3]$_DFFE_PP0P_ | wb_ir[3]$_DFFE_PP0P_ | 0.54 | 1 |
| setup / recovery | select_y[2] | y[9] | 1.61 | 9 |
| min in group asynchronous | reset | wb_ir[5]$_DFFE_PP0P_ | 1.56 | 3 |
| setup reg to reg | reg_A[3]$_DFFE_PP0P_ | reg_B[14]$_DFFE_PP0P_ | 2.37 | 13 |
-- area by class of cell --
class | count | area (um^2) | area share, %
Tap cell | 1030 | 1290 | 4.90
Clock buffer | 38 | 832 | 3.16
Multi-Input combinational cell | 2093 | 14900 | 56.5
Antenna cell | 1 | 2.50 | 0.00952
Inverter | 77 | 293 | 1.11
Timing Repair Buffer | 202 | 1740 | 6.61
Clock inverter | 20 | 248 | 0.942
Sequential cell | 277 | 7040 | 26.8
-- state kept, by name (all words and copies together), names as in the netlist, 8 cells and up --
name / flops
gr: 128
id_ir: 16
reg_A: 16
reg_B: 16
reg_C1: 16
reg_C: 16
smdr: 16
smdr_1: 16
ex_ir: 8
mem_ir: 8
pc: 8
wb_ir: 8
-- critical path, stage by stage --
cell and delay, ns:
clkdlybuf4s50_1 0.65, nand2b_1 0.18, nor2_1 0.71, buf_4 0.33, a22oi_1 0.11, nand3_1 0.11
a21oi_1 0.05, nand4_1 0.21, clkdlybuf4s50_1 0.52
Power is estimated from default activity; no workload was simulated.
